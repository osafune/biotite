`flow/config.mk`:
```
export PLATFORM = sky130hd
export DESIGN_NAME = rgb_lampy
export DESIGN_NICKNAME = rgb_lampy
export VERILOG_FILES = /design/flow/design.v
export SDC_FILE = /design/flow/constraint.sdc
export NUM_CORES = 4
export LEC_CHECK = 1
export CORE_UTILIZATION = 30
```
`flow/constraint.sdc`:
```
current_design rgb_lampy

set clk_period 4.0
set clk_io_pct 0.2

create_clock -name clk0 -period $clk_period [get_ports {clock}]

set non_clock_inputs [all_inputs -no_clocks]
set_input_delay [expr $clk_period * $clk_io_pct] -clock clk0 $non_clock_inputs
set_output_delay [expr $clk_period * $clk_io_pct] -clock clk0 [all_outputs]
```
`flow/design.v`:
```
`default_nettype none
module rgb_lampy (
	input wire		clock,
	input wire		reset,
	output wire		countup,
	output wire		pwm_red,
	output wire		pwm_green,
	output wire		pwm_blue
);
	reg  [26:0]		count_reg;
	wire			pwm_enable_sig;
	wire [7:0]		pwm_count_sig, pwm_value_sig;
	wire [2:0]		phase_sig;
	wire [7:0]		r_value_sig, g_value_sig, b_value_sig;
	reg				r_out_reg, g_out_reg, b_out_reg;
	assign pwm_enable_sig = (count_reg[6:0] == 0);
	assign pwm_count_sig = count_reg[14:7];
	assign pwm_value_sig = count_reg[23:16];
	assign phase_sig = count_reg[26:24];
	assign r_value_sig =
				(phase_sig == 3'd4 || phase_sig == 3'd5)? 8'd0 :
				(phase_sig == 3'd1 || phase_sig == 3'd2)? 8'd255 :
				(phase_sig == 3'd0)? pwm_value_sig : ~pwm_value_sig;
	assign g_value_sig =
				(phase_sig == 3'd2 || phase_sig == 3'd3)? 8'd0 :
				(phase_sig == 3'd0 || phase_sig == 3'd5)? 8'd255 :
				(phase_sig == 3'd4)? pwm_value_sig : ~pwm_value_sig;
	assign b_value_sig =
				(phase_sig == 3'd0 || phase_sig == 3'd1)? 8'd0 :
				(phase_sig == 3'd3 || phase_sig == 3'd4)? 8'd255 :
				(phase_sig == 3'd2)? pwm_value_sig : ~pwm_value_sig;
	always @(posedge clock or posedge reset) begin
		if (reset) begin
			count_reg <= 1'd0;
			r_out_reg <= 1'b0;
			g_out_reg <= 1'b0;
			b_out_reg <= 1'b0;
		end
		else begin
			if (count_reg == 27'h5ffffff) begin
				count_reg <= 1'd0;
			end
			else begin
				count_reg <= count_reg + 1'd1;
			end
			if (pwm_enable_sig) begin
				if (pwm_count_sig == 0 && r_value_sig != 0) begin
					r_out_reg <= 1'b1;
				end
				else if (pwm_count_sig == r_value_sig) begin
					r_out_reg <= 1'b0;
				end
				if (pwm_count_sig == 0 && g_value_sig != 0) begin
					g_out_reg <= 1'b1;
				end
				else if (pwm_count_sig == g_value_sig) begin
					g_out_reg <= 1'b0;
				end
				if (pwm_count_sig == 0 && b_value_sig != 0) begin
					b_out_reg <= 1'b1;
				end
				else if (pwm_count_sig == b_value_sig) begin
					b_out_reg <= 1'b0;
				end
			end
		end
	end
	assign countup = (count_reg[23:0] == 0)? 1'b1 : 1'b0;
	assign pwm_red = r_out_reg;
	assign pwm_green = g_out_reg;
	assign pwm_blue = b_out_reg;
endmodule
```
`flow/run.sh`:
```
#!/bin/bash
# OpenROAD 26Q1-2900-gdf79404cd8, Yosys 0.63+post, stock flow scripts
make -C /OpenROAD-flow-scripts/flow DESIGN_CONFIG=/design/flow/config.mk WORK_HOME=/design/flow/orfs finish
```
==> impl_metrics.json <==
{
  "status": "finished clean",
  "antenna_left": 0,
  "syn-cell-area_um2": 2610,
  "warning_count": 26,
  "cp.required_ps": 3200,
  "r2r-end": "r_out_reg",
  "ff_type": "dfrtp_1",
  "synthArstFlopShare_pct": 100,
  "ctsResizeCount": 0,
  "area_delta_synth_final_pct": 2.73,
  "place_inst": 394,
  "dieArea_um2": 9070,
  "final_cells": 402,
  "synthTopCellsByCount": "dfrtp_1, nor2_1, xnor2_1",
  "fillers": 857,
  "clkTransAtPathRegs_ps": 70,
  "grt_max_degree": 32,
  "n_antenna_cell": 0,
  "yosysWarnings": 1,
  "place.gp.congestion": 0.862,
  "cts_tree": "yes",
  "dp_slack_ps": 1020,
  "clock_latency_ps": 280,
  "synth.most_common_cell": "dfrtp_1",
  "synth_top_area_share_pct": 28.8,
  "skew_ps": 4.77,
  "core_area_um2": 8300,
  "die_w_um": 95.3,
  "firstDrtPassIters": 4,
  "grt_first_pass_wirelength_um": 10200,
  "wirelength_um": 6020,
  "yosysUniqueCellTypes": 56,
  "dpl.hpwl_um": 4200,
  "hold_path_class": "flip-flop to flip-flop",
  "clock-sinks": 30,
  "cts-root-buf": "clkbuf_8",
  "final_hold_viol_count": 0,
  "grt_pass1_vias": 1971,
  "finalMaxSlewViolations": 0,
  "cp-end-kind": "output port",
  "tns_ps": 0,
  "power_density_nw_per_um2": 212,
  "antenna_found_initial": 0,
  "crit_start": "count_reg[0]",
  "crit_slowest_cell": "clkdlybuf4s50_1",
  "slew_headroom_pct": 44.4,
  "largest_area_cell": "dfrtp_1",
  "cap_violations": 0,
  "yosys_area_um2": 2610,
  "path_max_fanout": 5,
  "postCtsSetupBuffers": 0,
  "crit_path_start_kind": "flip-flop",
  "htree_num_levels": 2,
  "fin_crit_sh_pct": 82.4,
  "setup_violations": 0,
  "rrSetupSlack_ps": 1520,
  "arrival_ps": 2500,
  "ir_worst_vdd_mv": 0.116,
  "p_leak_nw": 1.13,
  "fin_crit_ps": 3300,
  "drc": 0,
  "ff2ff_path_depth": 7,
  "cts_made_buffers": 5,
  "worstSetupPathType": "flip-flop to output port",
  "ctsHoldBuffers": 0,
  "topCellsByArea": "dfrtp_1, xnor2_1, clkbuf_8",
  "ys.flops": 30,
  "vias": 2194,
  "tightest_slew_ps": 834,
  "initCoreUtil_pct": 31.4,
  "rows": 33,
  "overflow": 0,
  "post_drt_wl_per_cell_um": 15.0,
  "worstPathCellList": "inv_1, ha_1, or4b_1, nor3_2, nand3_2, nor2_1, clkdlybuf4s50_1",
  "synth_seq_share_pct": 28.8,
  "r2r-start": "count_reg[25]",
  "drive_above_1_share_pct": 8.08,
  "hold_slack_ps": 503,
  "rsz0062_at_grt": "false",
  "slowest_delay_ps": 470,
  "synth_area_per_cell_um2": 8.42,
  "largest_register_ffs": 27,
  "worst_slack_ps": 705,
  "first_iter_violations": 149,
  "fin_util_pct": 32.3,
  "numPortBuffers": 5,
  "yosysCellCount": 310,
  "ioPinCount": 6,
  "gr-usage-all-layers_pct": 14.7,
  "synth_cells": 310,
  "synth-edff-count": 0,
  "clockBufferDepth": 2,
  "drt-vias-per-instance": 5.46,
  "endpoint": "countup",
  "die-height_um": 95.3,
  "fmax_mhz": 303
}
final cells by class:
cell class              instances  area [um2]  area share (%)
clock buffers                   6        82.6            3.08
clock inverters                 2        12.5           0.467
inverters                      16        60.1            2.24
multi-input cells             234        1560            58.3
flip-flops and latches         30         751            28.0
well taps                     105         131            4.90
repair buffers                  9        80.1            2.99
worst max-delay path, delay by kind of cell, from the launching register on:
| kind | cells | cell delay (ps) |
|---|---|---|
| and+or+nand+nor | 4 | 1110 |
| buffers and inverters | 2 | 540 |
| DFF | 1 | 430 |
| adders and majority gates | 1 | 130 |
stage by stage:
stage          area, um2  total power [mW]
2_1_floorplan       2610             0.314
3_3_place_gp        2580             0.317
3_5_place_dp        2580             0.317
4_1_cts             2680             0.573
5_1_grt             2680             0.589
6_report            2680             0.568
layer usage:
layer | part of all wire [%] | global-route usage [%] | routed length (um) | vias up
met3 | 5.0 | 2.43 | 298 | 7
met4 | 1.7 | 2.15 | 102 | 0
met2 | 45 | 22.4 | 2710 | 56
met5 | 0 | 0 | 0 | -
li1 | - | - | - | 1081
met1 | 48 | 22.6 | 2900 | 1050
cell usage in the layout, fill, tap and decap left out, types with 3 or more instances in the layout:
cell / n
o21ai_0: 19
nand2_1: 18
nand2b_1: 3
o31ai_1: 7
nand3_1: 11
o41ai_1: 3
nor3_1: 12
clkbuf_8: 6
a31oi_1: 5
dfrtp_1: 30
nor4_1: 7
a21o_1: 3
o32ai_1: 4
nand4_1: 6
nor2_1: 29
or4_1: 3
a22oi_1: 13
o21a_1: 6
a21oi_1: 5
inv_1: 16
xor2_1: 13
xnor2_1: 27
buf_4: 4
clkdlybuf4s50_1: 5
nor2b_1: 4
worst min path at each step:
stage          from   endpoint  slack (ps)  cells past startpoint
4_1_cts   b_out_reg  b_out_reg         500                      1
5_1_grt   b_out_reg  b_out_reg         540                      1
6_report  b_out_reg  b_out_reg         500                      1
cell families (layout without fill, tap and decap cells):
logic type | count (synthesis) | in the layout | synth area share [%]
simple gates | 113 | 113 | 24.4
xor+xnor | 40 | 40 | 13.4
buf+inv | 46 | 33 | 11.3
mux | 2 | 2 | 0.815
fa+ha+maj | 2 | 2 | 0.959
compound gates | 77 | 77 | 20.3
flops | 30 | 30 | 28.8
power by group:
| group | total [mW] | internal, mW | switching, mW |
|---|---|---|---|
| Combinational | 0.00763 | 0.00156 | 0.00606 |
| Sequential | 0.303 | 0.303 | 0 |
| Clock | 0.257 | 0.138 | 0.119 |
| Total | 0.568 | 0.443 | 0.125 |
Power and IR drop assume default switching activity.
